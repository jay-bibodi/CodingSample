## flow/config.mk

```make
export PLATFORM = sky130hd
export DESIGN_NAME = adderSubtractor
export DESIGN_NICKNAME = adderSubtractor
export VERILOG_FILES = /design/flow/design.v
export SDC_FILE = /design/flow/constraint.sdc
export NUM_CORES = 4
export LEC_CHECK = 1
export CORE_AREA = 10 10 70 70
export DIE_AREA = 0 0 80 80
```

## flow/constraint.sdc

```tcl
current_design adderSubtractor

set clk_period 4.0
set clk_io_pct 0.2

create_clock -name clk0 -period $clk_period

set non_clock_inputs [all_inputs -no_clocks]
set_input_delay [expr $clk_period * $clk_io_pct] -clock clk0 $non_clock_inputs
set_output_delay [expr $clk_period * $clk_io_pct] -clock clk0 [all_outputs]
```

## flow/design.v

```verilog
module cgu(p,g,ci,c);
input [1:0] p;
input [1:0] g;
input ci;
output [1:0] c;
wire nor1,nor2,nor3,nor4,nor5;
nor g0ci(nor4,g[0],ci);
nor g0p0(nor5,g[0],p[0]);
nor nor45(c[0],nor4,nor5);
nor g1g0ci(nor1,g[1],g[0],ci);
nor g1g0p0(nor2,g[1],g[0],p[0]);
nor g1p1(nor3,g[1],p[1]);
nor nor123(c[1],nor1,nor2,nor3);
endmodule
module pg_su(a,b,ci,s,c);
input [1:0] a,b;
input ci;
output [1:0] s,c;
wire [1:0] pwire;
wire [1:0] gwire;
myXOR myXOR0(a[0],b[0],pwire[0]);
myXOR myXOR1(a[1],b[1],pwire[1]);
and gwire0(gwire[0],a[0],b[0]);
and gwire1(gwire[1],a[1],b[1]);
cgu cgu1(pwire,gwire,ci,c);
myXOR myXOR2(pwire[0],ci,s[0]);
myXOR myXOR3(pwire[1],c[0],s[1]);
endmodule
module cla2bitAdder
(
	input [1:0] a,b,
	input ci,
	output [1:0] s,c
);
pg_su pg_su1(a,b,ci,s,c);
endmodule
module cla8bitAdder
(
	input [7:0] a,b,
	input cin,
	output [7:0] s, c
);
cla2bitAdder unit1(a[1:0],b[1:0],cin,s[1:0],c[1:0]);
cla2bitAdder unit2(a[3:2],b[3:2],c[1],s[3:2],c[3:2]);
cla2bitAdder unit3(a[5:4],b[5:4],c[3],s[5:4],c[5:4]);
cla2bitAdder unit4(a[7:6],b[7:6],c[5],s[7:6],c[7:6]);
endmodule
module invertor
(
	input cin,
	input [7:0] b,
	output reg [7:0] bout
);
always@(*)
begin
	if (cin==1'b1)
		bout = ~b;
	else
		bout = b;
end
endmodule
module myXOR(x,y,f);
input x,y;
output f;
wire xor1, xor2, xor3, xor4;
not  xxor1(xor1,x);
not  yxor2(xor2,y);
nand yxor1(xor3,xor1,y);
nand xxor2(xor4,xor2,x);
nand xor34(f,xor3,xor4);
endmodule
module adderSubtractor
(
	input [7:0] a,b,
	input cin,
	output [7:0] s,c,
	output ovf
);
wire [7:0] binvertor;
invertor invt1(cin,b[7:0],binvertor);
cla8bitAdder add1(a,binvertor,cin,s,c);
myXOR xyz(c[7],c[6],ovf);
endmodule
```

## flow/run.sh

```bash
#!/bin/bash
# OpenROAD 26Q1-2900-gdf79404cd8, Yosys 0.63+post, stock flow scripts
make -C /OpenROAD-flow-scripts/flow DESIGN_CONFIG=/design/flow/config.mk WORK_HOME=/design/flow/orfs finish
```

==> impl_table.tex <==
% Table of physical implementation metrics
\begin{tabular}{lr}
\hline
Metric & Value \\
\hline
\multicolumn{2}{l}{\textbf{Status}} \\
Outcome & finished, final reports clean \\
\multicolumn{2}{l}{\textbf{Critical path}} \\
Cell type group with the largest total delay on the critical path & buffers and inverters \\
CP Cell Sequence & clkdlybuf4s50\_1 > inv\_1 > ha\_1 > nand4bb\_1 > o221ai\_2 > nand2b\_1 > fa\_2 > xnor2\_2 > clkdlybuf4s50\_1 \\
Count of buffer and inverter cells on the critical path & 3 \\
Crit path max-delay cell type & clkdlybuf4s50\_1 \\
Dominant cell type by count on the critical path & clkdlybuf4s50\_1 \\
Req. time, crit path & 3200 ps \\
Kind of launch point of the worst setup path & primary input \\
Data arrival, critical path & 3100 ps \\
CP peak stage delay & 480 ps \\
Kind of end point of the critical path & output port \\
Max FO, Critical Path & 2 \\
Critical setup path kind & in2out \\
\multicolumn{2}{l}{\textbf{Routing}} \\
Routed Antenna Nets & 0 \\
N\_diodes & 0 \\
Total DRC errors in the routed layout & 0 \\
Total routed wirelength & 1638 um \\
Drt first-iter violations & 5 \\
Vias & 579 \\
Post-detailed-route via-to-cell ratio & 3.406 \\
Iteration tally of the first detailed-router pass & 4 \\
Average routed wire per standard cell & 9.635 um \\
\multicolumn{2}{l}{\textbf{Job}} \\
Max-capacitance violation count & 0 \\
Total tool warning count & 43 \\
\multicolumn{2}{l}{\textbf{Power}} \\
Overall power of the completed layout & 0.0002169 W \\
Areal power density over the cells & 182.3 mW/mm\^{}2 \\
Leakage Power & 0.6259 nW \\
VDD IR max & 53.55 uV \\
\multicolumn{2}{l}{\textbf{Synthesis}} \\
Main area contributors & ha\_1 27\%, buf\_4 19\%, xor2\_1 14\% \\
Average instance area after synthesis & 7.973 um\^{}2 \\
Cell count in the Yosys report & 86 \\
Mux share & 0.01642 \\
Number of warnings issued by yosys & 1 \\
Synthesized-area fraction occupied by and/or/nand/nor cells & 0.08212 \\
Chip area line of the yosys report & 685.7 um\^{}2 \\
Xor/xnor share of the synthesized area & 0.1788 \\
Cell type contributing the most total cell area after synthesis & ha\_1 \\
Dominant cell area share & 0.2737 \\
Register area share after synthesis & 0 \\
AO/OA Area Share & 0.06022 \\
Unique cell type count in the Yosys netlist & 15 \\
Cell count after synthesis & 86 \\
Netlist Area Pre-Place & 685.7 um\^{}2 \\
Area fraction in full adders, half adders and majority gates & 0.3613 \\
Largest non-sequential cell family by area & adder cells \\
\multicolumn{2}{l}{\textbf{Finish}} \\
Sequential cells & 0 \\
Sequential standard cell area & 0 um\^{}2 \\
Proportion of layout cells with a drive suffix above 1 & 0.3145 \\
Synth-to-layout area growth & 73.54\% \\
Top logic cell by instance count in the layout & clkdlybuf4s50\_1 \\
Clock Buffer Count & 0 \\
Final design area excluding fillers & 0.001190 mm\^{}2 \\
Fillcell total & 359 \\
Top library cells by usage in the layout, fill and taps aside & 24 x clkdlybuf4s50\_1, 19 x buf\_4, 17 x inv\_1 \\
\multicolumn{2}{l}{\textbf{Die}} \\
Number of placement rows & 21 \\
Floorplan die area & 0.006400 mm\^{}2 \\
Initial core utilization & 0.2007 \\
Die outline width & 80 um \\
Top-Level Pins & 34 \\
Area of the core & 0.003416 mm\^{}2 \\
Die height & 80 um \\
\multicolumn{2}{l}{\textbf{Final timing}} \\
Fin crit share & 0.9745 \\
Hold Violations, Final & 0 \\
RSZ-0062 raised after global routing & true \\
Max transition margin & 0.8497 \\
Final-layout setup total negative slack & 0 ps \\
Maximum achievable frequency & 0.2565 GHz \\
Slew of the pin with the lowest slew margin & 225.4 ps \\
Final WS setup & 101.9 ps \\
Final setup violation count & 0 \\
Number of max-slew violations in the final report & 0 \\
Post-route worst hold slack & 2345 ps \\
Tmin final & 3898 ps \\
\multicolumn{2}{l}{\textbf{Global route}} \\
Aggregate global routing overflow & 0 \\
Antenna violations before repair & 0 \\
First-pass GRT wire length & 2601 um \\
Maximum number of pins on one net before global-route repair & 7 \\
Via count of the first global-routing pass & 626 \\
GR Util All Layers & 0.04780 \\
\multicolumn{2}{l}{\textbf{Clock network}} \\
Hold buffer count at cts & 0 \\
\multicolumn{2}{l}{\textbf{Placed design}} \\
Tally of buffers added on design ports & 34 \\
Pre-CTS setup slack & -367.3 ps \\
Final GP Congestion & 0.7510 \\
Post-DP HPWL & 1421 um \\
Instance area at placement & 0.001061 mm\^{}2 \\
\multicolumn{2}{l}{\textbf{Min path}} \\
Path type of the worst min-delay path & in2out \\
\hline
\end{tabular}
where the power goes:
| group | switching, W | total (W) | internal (W) |
|---|---|---|---|
| combinational | 0.0000709 | 0.000217 | 0.000146 |
| sequential | 0 | 0 | 0 |
| clock | 0 | 0 | 0 |
synth_stat cells:
cell	instances
o221ai_2	1
nand2_1	1
fa_1	3
inv_1	21
buf_4	17
xor2_1	11
nand2b_1	3
mux2_2	1
a21oi_2	1
a211oi_2	1
xnor2_1	3
ha_1	15
a21oi_1	1
nand4bb_1	1
nor2_1	6
kinds of logic after synthesis:
| kind of cell | after synthesis |
|---|---|
| AOI/OAI and AO/OA | 4 |
| muxes | 1 |
| buffers and inverters | 38 |
| adders and majority gates | 18 |
| and+or+nand+nor | 11 |
| xor gates and xnor gates | 14 |
through the flow:
| stage | util | std cells |
|---|---|---|
| floorplan | - | 86 |
| global placement | 0.3106 | 163 |
| detailed placement | 0.3106 | 163 |
| CTS | 0.3286 | 167 |
| global route | 0.3484 | 170 |
| finish | 0.3484 | 170 |
layer usage:
layer,GRT usage,wire length [um]
met1,0.05615,686
met2,0.08989,826
met5,0,0
met3,0.01136,124
met4,0,0
worst paths after layout:
| check | to | cells after the start | start |
|---|---|---|---|
| min | c[0] | 3 | a[0] |
| max | s[7] | 9 | a[4] |
timing repair:
| item | 4_1_cts | 5_1_grt |
|---|---|---|
| setup buffers | 4 | 3 |
| resized | 16 | 13 |
| pin swaps | 11 | 6 |
| endpoints found under the setup margin | 10 | 6 |
cell type report:
class	instances	area, um^2	area share
inverter	21	78.83	0.06625
multi-input combinational	48	548.0	0.4606
tap	46	57.56	0.04837
timing repair buffer	55	505.5	0.4248
tightest hold or removal path, delay by kind of cell:
kind	cells	cell delay, ps
buffers and inverters	2	570
multiplexers	1	170
Power figures rest on the tool's default switching activity, not on a simulated workload.
